===== flow/constraint.sdc =====
current_design mul

set clk_period 5.9
set clk_io_pct 0.2

create_clock -name clk0 -period $clk_period

set non_clock_inputs [all_inputs -no_clocks]
set_input_delay [expr $clk_period * $clk_io_pct] -clock clk0 $non_clock_inputs
set_output_delay [expr $clk_period * $clk_io_pct] -clock clk0 [all_outputs]

===== flow/run.sh =====
#!/bin/bash
# OpenROAD 26Q1-2900-gdf79404cd8, Yosys 0.63+post, stock flow scripts
make -C /OpenROAD-flow-scripts/flow DESIGN_CONFIG=/design/flow/config.mk WORK_HOME=/design/flow/orfs finish

===== flow/design.v =====
module mul(
  input [3:0] a,b,
  output [15:0] y
);
  assign  y = a * b;
endmodule

===== flow/config.mk =====
export PLATFORM = sky130hd
export DESIGN_NAME = mul
export DESIGN_NICKNAME = mul
export VERILOG_FILES = /design/flow/design.v
export SDC_FILE = /design/flow/constraint.sdc
export NUM_CORES = 4
export LEC_CHECK = 1
export CORE_AREA = 10 10 70 70
export DIE_AREA = 0 0 80 80

==> ds_physical_params.txt <==
Physical design parameters

Parameter                              Value

Status
  Run status .................. complete, no violations

Final timing
  Hold WS .................. 3.36 ns
  Final total negative setup slack .................. 0 ns
  Time the final worst path needs with I/O delays and setup .................. 5.60 ns
  Final setup violation count .................. 0
  Max Freq .................. 179 MHz
  Count of pins over their slew limit .................. 0
  Unrepaired setup endpoints after global routing .................. no
  Final Hold Vio Count .................. 0
  Ratio of final minimum period to clock period .................. 0.949

Setup path
  Required time of the critical path .................. 4.72 ns
  Arrival time worst endpoint .................. 4.42 ns
  Source of the critical timing path .................. a[0]
  Crit Path Category .................. primary input to output pin
  Max FO, Critical Path .................. 4
  Category of the worst setup path capture point .................. output pin
  Type of element launching the critical path .................. primary input

Final layout
  Relative area change from synthesis to final layout .................. 36.0%
  Flip-flops .................. 0
  Layout filler cell count .................. 400
  Final Instance Count excl. Fillers .................. 121
  Top library cells by usage in the layout, fill and taps aside .................. 16 x sky130_fd_sc_hd__clkdlybuf4s50_1, 13 x sky130_fd_sc_hd__and2_1, 12 x sky130_fd_sc_hd__ha_1
  Area of all placed cells without fillers .................. 694 sq um
  Clock buffers .................. 0
  Utilization after layout .................. 0.203
  Most common cell after layout, fill and taps aside .................. sky130_fd_sc_hd__clkdlybuf4s50_1
  Register area .................. 0 sq um
  Layout cell share with drive strength beyond 1 .................. 0.0133

Yosys
  Dominant non-sequential cell family after synthesis .................. adder cells
  Instance count of the mapped netlist .................. 60
  Post-Syn Area per Cell .................. 8.51 sq um
  Post-Synthesis Cell Area .................. 510 sq um
  Netlist cell types .................. 19
  Synthesized-area fraction occupied by xor and xnor cells .................. 0.0515
  Number of cell instances after yosys synthesis .................. 60
  Post-Synth Adder-Cell Area .................. 0.451
  Fraction of synthesized area in multiplexers .................. 0
  Part of the Yosys area used for sequential elements .................. 0
  Simple Share, Synth .................. 0.233
  And-or/or-and share of the synthesized area .................. 0.118
  Area reported by Yosys stat .................. 510 sq um
  Ys Warns .................. 0

Floorplanning
  Die width .................. 80 um
  Overall die area .................. 6400 sq um
  Initial core utilization .................. 0.149
  Io pins .................. 24
  Site row count .................. 21
  Core region area .................. 3420 sq um
  Die Y-Extent .................. 80 um

Place
  RePlAce Congestion .................. 0.773
  Detailed Place HPWL .................. 1050 um
  Placed standard-cell area .................. 694 sq um
  Placed Instances .................. 121
  Buffers added on ports .................. 16

Job
  Warning total across the stage logs .................. 32
  Tally of max-capacitance violations .................. 0

Routing
  Routed length per placed instance .................. 8.91 um
  Number of diodes added for antenna fixing .................. 0
  Via/cell ratio .................. 3.50
  TritonRoute pass-1 iters .................. 3
  Total DRC errors in the routed layout .................. 0
  Detailed Route WL .................. 1080 um
  Count of vias placed by the detailed router .................. 424
  Number of nets still failing antenna checks after routing .................. 0
  Initial detailed-routing violation count .................. 6

Power and ir drop
  Worst supply voltage drop on vdd .................. 0.0000335 V
  Leak pwr .................. 0.000337 uW
  PD cells .................. 92.3 nW/um^2

Clock network
  CTS-repair resized insts .................. 0
  Count of buffers added by post-CTS timing repair for setup .................. 0
  Hold bufs inserted after CTS .................. 0

Global routing
  Maximum number of pins on one net before global-route repair .................. 6
  Total GRT Usage .................. 0.0336
  Number of global-route vias before repair .................. 444
  Number of antenna violations at the first check in global routing .................. 0
  First-pass GRT wire length .................. 1880 um
  Total gr overflow .................. 0

Worst hold path
  Startpoint of the worst hold path .................. b[0]
  Hold Crit Class .................. primary input to output pin
report_power, final:
| part | switching, uW | total, uW | leakage (uW) | internal [uW] |
|---|---|---|---|---|
| clock | 0 | 0 | 0 | 0 |
| sequential | 0 | 0 | 0 | 0 |
| combinational | 24.2 | 64.1 | 0.000337 | 39.9 |
| total | 24.2 | 64.1 | 0.000337 | 39.9 |
per-stage QoR:
step	setup WS [ns]	power, uW
after floorplan	1.44	33.2
after global placement	0.301	66.4
after detailed placement	0.256	66.2
after CTS	0.263	66.8
after global routing	0.147	74.2
final	0.301	64.1
synth_stat cells, types with 2 or more instances:
library cell / count / area [sq um]
sky130_fd_sc_hd__xnor2_1: 2 / 17.5
sky130_fd_sc_hd__fa_1: 4 / 80.1
sky130_fd_sc_hd__inv_1: 3 / 11.3
sky130_fd_sc_hd__nor2_1: 2 / 7.51
sky130_fd_sc_hd__nand2_1: 3 / 11.3
sky130_fd_sc_hd__ha_1: 12 / 150
sky130_fd_sc_hd__a21oi_1: 3 / 15.0
sky130_fd_sc_hd__and2_1: 13 / 81.3
sky130_fd_sc_hd__buf_4: 8 / 60.1
layout make-up:
class	instances	area [sq um]	area share
timing repair buffer	16	160	0.231
tap	46	57.6	0.0829
inverter	3	11.3	0.0162
multi-input combinational	56	465	0.670
worst max-delay path, cell delays in order:
cell                              delay [ns]
sky130_fd_sc_hd__clkdlybuf4s50_1        0.52
sky130_fd_sc_hd__nand2_1                0.09
sky130_fd_sc_hd__fa_1                   0.53
sky130_fd_sc_hd__inv_1                  0.05
sky130_fd_sc_hd__fa_1                   0.52
sky130_fd_sc_hd__ha_1                   0.32
sky130_fd_sc_hd__a211oi_1               0.09
sky130_fd_sc_hd__or4b_1                 0.50
sky130_fd_sc_hd__o2111ai_1              0.10
sky130_fd_sc_hd__clkdlybuf4s50_1        0.50
logic make-up after synthesis:
group | count (synthesis)
adder cells (fa/ha/maj) | 16
AND-OR/OR-AND | 9
XOR/XNOR | 3
buffers and inverters | 11
AND/OR/NAND/NOR | 20
other | 1
final timing paths:
check	to	slack, ns	cells past startpoint
hold / removal	y[0]	3.36	3
setup / recovery	y[7]	0.30	10
layer usage:
layer	wire length, um	vias to the layer above	global-route usage
met5	0	-	0
met1	538	191	0.0467
met4	0	0	0
met3	47	0	0.00455
met2	492	13	0.0570
li1	-	220	-
Power is estimated from default activity; no workload was simulated.
