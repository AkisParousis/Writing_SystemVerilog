==> config.mk <==
export PLATFORM = sky130hd
export DESIGN_NAME = counter
export DESIGN_NICKNAME = counter
export VERILOG_FILES = /design/flow/design.v
export SDC_FILE = /design/flow/constraint.sdc
export NUM_CORES = 4
export LEC_CHECK = 1
export CORE_AREA = 10 10 70 70
export DIE_AREA = 0 0 80 80
==> constraint.sdc <==
current_design counter

set clk_period 2.8
set clk_io_pct 0.2

create_clock -name clk0 -period $clk_period [get_ports {clk}]

set non_clock_inputs [all_inputs -no_clocks]
set_input_delay [expr $clk_period * $clk_io_pct] -clock clk0 $non_clock_inputs
set_output_delay [expr $clk_period * $clk_io_pct] -clock clk0 [all_outputs]
==> design.v <==
module counter(
  input clk,rst,up,
  output reg [3:0] dout
);
  always@(posedge clk)
    begin
      if (rst == 1'b1)
        dout <= 4'b0000;
      else begin 
        if (up == 1'b1)
          dout <= dout + 1;
        else
          dout <= dout - 1;
      end
    end
endmodule
==> run.sh <==
#!/bin/bash
# OpenROAD 26Q1-2900-gdf79404cd8, Yosys 0.63+post, stock flow scripts
make -C /OpenROAD-flow-scripts/flow DESIGN_CONFIG=/design/flow/config.mk WORK_HOME=/design/flow/orfs finish
==> impl_metrics.json <==
{
  "outcome": "finished clean",
  "cp_max_fo": 3,
  "final_cell_area_um2": 332,
  "warnings": 25,
  "slew_violations": 0,
  "fin_setup_tns_ps": 0,
  "ctsResizeCount": 0,
  "ctsHoldBuffers": 0,
  "first_pass_iters": 2,
  "routed_wl_um": 513,
  "fillers": 405,
  "fmax_mhz": 549,
  "critPathKind": "in -> reg",
  "hold_depth": 1,
  "clk_pin_slew_worst_paths_ps": 40,
  "initial_utilization_pct": 5.60,
  "synth.distinct_cells": 11,
  "min_from": "dout[0]$_SDFF_PP0_",
  "antenna_cells": 0,
  "area_delta_synth_final_pct": 73.2,
  "cp_top_family": "buffers and inverters",
  "ys_ff": 4,
  "total_power_mw": 0.213,
  "fp.dieH_um": 80,
  "largest_register_ffs": 4,
  "yosys-stat-area_um2": 191,
  "rsz0062_at_grt": "no",
  "synthCells": 18,
  "slowest_stage": "clkdlybuf4s50_1",
  "drc_errors": 0,
  "path_buffers": 2,
  "place_inst": 70,
  "viasPerCell": 2.22,
  "r2r_end": "dout[3]$_SDFF_PP0_",
  "portBuffers": 6,
  "grt_overflow": 0,
  "setup_violations": 0,
  "timing.hold.ws_ps": 485,
  "lay_top_cells": "6 x clkdlybuf4s50_1, 4 x dfxtp_1, 3 x clkbuf_4",
  "drtAntennaViolNets": 0,
  "powerDensity_mw_per_mm2": 643,
  "wl_per_cell_um": 7.03,
  "h-tree-depth": 1,
  "cts_made_buffers": 3,
  "p_leak_nw": 0.119,
  "clockBufferDepth": 2,
  "timing.rr.start": "dout[2]$_SDFF_PP0_",
  "final_layout_size_suffix_gt1_share_pct": 14.8,
  "grt_usage_pct": 1.78,
  "hp-class": "reg -> reg",
  "die_w_um": 80,
  "crit_path_max_incr_delay_ps": 510,
  "gp_congestion": 0.652,
  "finalNonFillerCells": 73,
  "end_kind": "register",
  "reg_top3": "dout x4",
  "die_area_mm2": 0.00640,
  "setup_slack_ps": 980,
  "crit_cells": 6,
  "grt_pass1_wl_um": 828,
  "lay_top_count": "clkdlybuf4s50_1",
  "setup.worst_path.start_class": "input pin",
  "holdPathEnd": "dout[0]$_SDFF_PP0_",
  "finalClockPeriodUsage_pct": 65.0,
  "grt_max_degree": 5,
  "drtIter0Drc": 2,
  "ir_worst_vdd_uv": 201,
  "required_ps": 2970,
  "placed_area_um2": 309,
  "finalHoldViolCount": 0,
  "root_buffer": "clkbuf_4",
  "r2r_slack_ps": 1640,
  "regMostFlops": "dout",
  "core_mm2": 0.00342,
  "place_ws_ps": 747,
  "drv_cap": 0,
  "critical_path.cell_chain": "clkdlybuf4s50_1, inv_1, ha_1, a21oi_1, nand3_1, a21oi_2",
  "synth-warning-count": 1,
  "vias": 162,
  "num_io_pins": 7,
  "critPathArrivalTime_ps": 1990,
  "post-route-util_pct": 9.71,
  "grt_pass1_vias": 167,
  "r2r_cells": 4,
  "clock-sinks": 4,
  "post_cts_buffers": 0,
  "synth_seq_share_pct": 41.8,
  "yosysCellCount": 18,
  "min_period_ps": 1820,
  "placementRows": 21,
  "antenna_found_initial": 0,
  "cts_tree": "built",
  "synth_area_um2": 191,
  "finalClockSkew_ps": 2.29,
  "clk_latency_ps": 240,
  "syn_avg_cell_area_um2": 10.6,
  "slew-limit-headroom_pct": 85.1,
  "tightest_slew_ps": 222
}
kinds of logic (layout without fill, tap and decap cells):
group,Yosys count,in the layout,synth area share [%]
flip-flops,4,4,41.8
XOR/XNOR,2,2,9.15
buffers and inverters,1,10,1.96
adder cells (fa/ha/maj),3,3,23.5
AND-OR/OR-AND,3,3,11.1
AND/OR/NAND/NOR,5,5,12.4
final cells by class:
class | count | area [µm²] | share of cell area (%)
multi-input cells | 13 | 108 | 32.5
flip-flops and latches | 4 | 80.1 | 24.2
repair buffers | 6 | 60.1 | 18.1
well taps | 46 | 57.6 | 17.4
clock buffers | 3 | 22.5 | 6.79
inverters | 1 | 3.75 | 1.13
Yosys cell counts:
| cell type | number | area share (%) |
|---|---|---|
| dfxtp_1 | 4 | 42 |
| ha_1 | 2 | 13 |
| nand3_1 | 2 | 5.2 |
| nor2_1 | 2 | 3.9 |
| xnor2_1 | 2 | 9.2 |
| a21o_1 | 1 | 3.9 |
| a21oi_1 | 1 | 2.6 |
| a21oi_2 | 1 | 4.6 |
| fa_1 | 1 | 10 |
| inv_1 | 1 | 2.0 |
| nor2b_1 | 1 | 3.3 |
metal layers:
layer / track usage [%] / vias up / routed length [µm]
met1: 1.86 / 77 / 225
met3: 2.27 / 0 / 88
met2: 2.17 / 7 / 199
met5: 0 / - / 0
met4: 0.352 / 0 / 0
li1: - / 78 / -
where the power goes:
part           leakage (nW)  internal, mW  total [mW]  switching (mW)
Clock                0.0138        0.0479      0.0708          0.0229
Sequential           0.0334        0.0683      0.0765         0.00822
Combinational        0.0722        0.0407      0.0660          0.0253
Total                 0.119         0.157       0.213          0.0564
worst max path at each step:
| stage | start | to | slack (ps) |
|---|---|---|---|
| global route | up | dout[3]$_SDFF_PP0_ | 920 |
| CTS | up | dout[3]$_SDFF_PP0_ | 970 |
| finish | up | dout[3]$_SDFF_PP0_ | 980 |
Power and IR drop assume default switching activity.
